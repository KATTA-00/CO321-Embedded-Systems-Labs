<file path="./design.v">
`timescale 1ns / 1ps
module MUL_Component (
    input clk,
    input reset,
    input [1:0] address,
    input signed [31:0] writedata,
    input write,
    input read,
    input chipselect,
    output reg signed [31:0] readdata
);
    reg signed [31:0] data1, data2;
    wire signed [31:0] result;
    assign result = data1 * data2;
    always @(posedge clk or posedge reset) begin
        if (reset) begin
            data1 <= 0;
            data2 <= 0;
            readdata <= 0;
        end else begin
            if (write && chipselect) begin
                case (address)
                    2'b00: data1 <= writedata;
                    2'b01: data2 <= writedata;
                endcase
            end
            if (read && chipselect) begin
                readdata <= result;
            end
        end
    end
endmodule
</file>
<file path="./run.sh">
#!/bin/bash
# OpenROAD 26Q1-2900-gdf79404cd8, Yosys 0.63+post, stock flow scripts
make -C /OpenROAD-flow-scripts/flow DESIGN_CONFIG=/design/flow/config.mk WORK_HOME=/design/flow/orfs finish
</file>
<file path="./config.mk">
export PLATFORM = sky130hd
export DESIGN_NAME = MUL_Component
export DESIGN_NICKNAME = MUL_Component
export VERILOG_FILES = /design/flow/design.v
export SDC_FILE = /design/flow/constraint.sdc
export NUM_CORES = 4
export LEC_CHECK = 1
export CORE_UTILIZATION = 40
</file>
<file path="./constraint.sdc">
current_design MUL_Component

set clk_period 13.3
set clk_io_pct 0.2

create_clock -name clk0 -period $clk_period [get_ports {clk}]

set non_clock_inputs [all_inputs -no_clocks]
set_input_delay [expr $clk_period * $clk_io_pct] -clock clk0 $non_clock_inputs
set_output_delay [expr $clk_period * $clk_io_pct] -clock clk0 [all_outputs]
</file>
==> CHANGELOG.md <==
### Implementation results

- Skew-Pair Late Insertion Delay: 0.39 ns
- Distinct cell type count of the synthesized netlist: 54
- Count of H-tree levels built during CTS: 3
- Global route overflow: 0
- Worst rel slew slack: 38.8%
- First-pass GRT wire length: 79900 µm
- TritonCTS clock tree: built
- Number of sinks handled by clock tree synthesis: 96
- First-pass iteration count of the detailed router: 5
- Rows: 81
- CP Data Required Time: 13.56 ns
- Number of violations of the max-capacitance limit: 0
- Maximum buffer depth of the clock tree: 2
- Die Ht: 225 µm
- Clock-pin slew on the worst setup and hold paths: 0.08 ns
- Dominant logic cell type in the layout: sky130_fd_sc_hd__inv_1
- Post-synthesis cell area: 19900 µm²
- Worst path slowest cell: sky130_fd_sc_hd__dfrtp_1
- Final Skew: 0.0104 ns
- Cell total in the yosys stat output: 2063
- Final antenna-violating net count: 0
- Number of antenna violations at the first check in global routing: 0
- Post-Route Hold Slack: 0.481 ns
- Number of vias per cell: 4.78
- Number of logged tool warnings: 25
- I/O pin cnt: 71
- Result of the run: complete, no violations
- Hold violation total from the final report: 0
- Pin count of the biggest net entering global routing: 51
- First element of the critical path: data2[4]
- Async set-or-reset flop fraction in the synthesized netlist: 100%
- Hold-fix buffers, CTS: 0
- Leading cell types in the layout, fill and taps excluded: 448 x sky130_fd_sc_hd__inv_1, 408 x sky130_fd_sc_hd__fa_1, 333 x sky130_fd_sc_hd__and2_1, 236 x sky130_fd_sc_hd__nand2_1, 150 x sky130_fd_sc_hd__ha_1
- Depth of the most critical reg-to-reg path: 22
- Post-Place Setup Slack: 5.92 ns
- Kind of end point of the critical path: register
- Cell depth of the worst setup path: 22
- Type of the setup path with the least slack: register to register
- Syn Area/Cell: 9.62 µm²
- Worst Path Buf+Inv: 4
- Cell occurring most often along the worst timing path: sky130_fd_sc_hd__fa_1
- Sequential element share of the synthesized area: 12.1%
- Leading register cell type out of synthesis: sky130_fd_sc_hd__dfrtp_1
- Number of I/O port buffers: 70
- Buffers inserted during post-CTS setup optimization: 0
- Number of cells on the worst hold path: 2
- Most area-consuming cells after synthesis: sky130_fd_sc_hd__fa_1 41%, sky130_fd_sc_hd__dfrtp_1 12%, sky130_fd_sc_hd__and2_1 10%
- Yosys Warn Count: 1
- Unrepaired setup endpoints after global routing: false
- Number of enable flip-flop cells: 0
- Number of antenna repair diodes: 0
- Overall die area: 50500 µm²
- Area share of the largest cell type after synthesis: 41.1%
- Total wirelength of the detailed-routed design: 49500 µm
- Number of fillers in the final layout: 4665
- Detail-routed net length per standard cell: 18.1 µm
- Drt first-iter violations: 475
- Post-route standard cell area excluding fillers: 21500 µm²
- TritonCTS buffer count: 9
- Number of synthesized register bits: 96
- Largest area contributor in the synthesized netlist: sky130_fd_sc_hd__fa_1
- Total Neg Setup Slack: 0 ns
- DR vias: 13100
- Path type of the worst min-delay path: register to register
- Last weighted congestion value of the routability-driven placer: 0.903
- Effective utilization at floorplan: 40.6%
- Gate Count Post-Synth: 2063
- Via count of the first global-routing pass: 14200
- Storage cell area: 2400 µm²
- Post-synth area from yosys stat: 19900 µm²
- Transition time of the tightest slew-check pin: 0.919 ns
- CP Cell Sequence: and2_1 -> fa_1 -> fa_1 -> inv_1 -> fa_1 -> fa_1 -> inv_1 -> fa_1 -> inv_1 -> fa_1 -> inv_1 -> fa_1 -> fa_1 -> ha_1 -> nand3_1 -> nor2_1 -> nor3b_2 -> o311a_1 -> o41ai_2 -> o2111ai_1 -> xnor2_1 -> o21ai_1
- Crit Reg-Reg Startpoint: data2[4]
- Core Region: 49000 µm²
- Worst R2R Setup Slack: 5.91 ns
- Worst Path Max Fanout: 29
- CP Data Arrival Time: 7.65 ns
- Post-layout period usage: 55.5%
- Least setup slack across all paths after layout: 5.91 ns
- Cell class contributing the biggest share of worst-path delay: adder cells
- Time the worst path needs with I/O delays and setup: 7.39 ns
- Cell area after placement: 21200 µm²
- Total DRC errors in the routed layout: 0
- Multi-input gate area in the final layout: 15400 µm²
- X dimension of the die: 225 µm
- CTS root buf: sky130_fd_sc_hd__clkbuf_16
- Fraction of layout instances using a drive strength above 1: 5.99%
- Achievable frequency: 0.135 GHz
- Global router's overall resource usage: 22.4%
- Estimated wirelength of the detail-placed design: 40200 µm
- Hold Path Origin: readdata[16]
- Number of failing setup endpoints in the final timing report: 0
- Final core utilization: 43.9%
- Critical path startpoint category: register
- Crit-path max cell delay: 0.94 ns
- Number of cells upsized or downsized after cts: 0
- Number of pins with negative max-slew slack in the final report: 0
- Total instance count after detailed placement: 2718
- Tally of non-filler cells in the final layout: 2734
- P&R area growth vs syn: 8.35%
per-layer routing:
| metal | global-route usage, % | vias to the layer above | share of wire (%) |
|---|---|---|---|
| li1 | - | 6054 | - |
| met4 | 6.30 | 0 | 3.8 |
| met5 | 0 | - | 0 |
| met1 | 30.9 | 6650 | 40 |
| met2 | 36.2 | 309 | 50 |
| met3 | 6.20 | 67 | 5.9 |
state kept, by name, summed over array words and instances (netlist names):
register / count
data2: 32
data1: 32
readdata: 32
final cells by class:
cell class,instances,share of cell area [%]
Multi-Input combinational cell,1413,71.4
Timing Repair Buffer,96,4.16
Inverter,449,7.85
Clock buffer,9,1.05
Sequential cell,96,11.2
Tap cell,664,3.86
Clock inverter,7,0.477
worst reg2reg max path, delay by kind of cell, from the launching register on:
kind                       cells  cell delay (ns)
adders and majority gates      9             4.30
AOI/OAI and AO/OA              4             1.07
DFF                            1             0.94
and+or+nand+nor                4             0.57
buffers and inverters          4             0.21
xor gates and xnor gates       1             0.17
path summary, 6_finish.rpt:
check                                to
setup / recovery           readdata[31]
hold / removal             readdata[16]
setup reg to reg           readdata[31]
hold reg to reg            readdata[16]
max in group asynchronous   readdata[6]
min in group asynchronous     data1[26]
cell usage after synthesis (all sizes together) (4+ instances only):
cell type,number
a21o,7
a21oi,22
and2,334
buf,7
clkbuf,98
dfrtp,96
fa,408
ha,150
inv,449
mux2,69
nand2,237
nand3,5
nor2,13
o21ai,38
o21bai,4
o31ai,4
xnor2,65
xor2,17
kinds of logic after synthesis:
kind of cell | synth area share, %
adders and majority gates | 50.6
and+or+nand+nor | 16.0
muxes | 3.91
xor gates and xnor gates | 3.73
buffers and inverters | 10.5
AOI/OAI and AO/OA | 3.11
DFF | 12.1
