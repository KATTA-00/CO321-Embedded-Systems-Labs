`./run.sh`:
```
#!/bin/bash
# OpenROAD 26Q1-2900-gdf79404cd8, Yosys 0.63+post, stock flow scripts
make -C /OpenROAD-flow-scripts/flow DESIGN_CONFIG=/design/flow/config.mk WORK_HOME=/design/flow/orfs finish
```
`./config.mk`:
```
export PLATFORM = sky130hd
export DESIGN_NAME = DCT_Custom_Instruction
export DESIGN_NICKNAME = DCT_Custom_Instruction
export VERILOG_FILES = /design/flow/design.v
export SDC_FILE = /design/flow/constraint.sdc
export NUM_CORES = 4
export LEC_CHECK = 1
export CORE_UTILIZATION = 30
```
`./constraint.sdc`:
```
current_design DCT_Custom_Instruction

set clk_period 21.8
set clk_io_pct 0.2

create_clock -name clk0 -period $clk_period [get_ports {clk}]

set non_clock_inputs [all_inputs -no_clocks]
set_input_delay [expr $clk_period * $clk_io_pct] -clock clk0 $non_clock_inputs
set_output_delay [expr $clk_period * $clk_io_pct] -clock clk0 [all_outputs]
```
`./design.v`:
```
module DCT_Component (
    input clk,
    input reset,
    input [3:0] address,
    input signed [31:0] writedata,
    input write,
    input read,
    input chipselect,
    output reg signed [31:0] readdata
);
    parameter signed [31:0] c1 = 1420;
    parameter signed [31:0] c2 = 1338;
    parameter signed [31:0] c3 = 1204;
    parameter signed [31:0] c5 = 805;
    parameter signed [31:0] c6 = 554;
    parameter signed [31:0] c7 = 283;
    parameter s1 = 3;
    parameter s2 = 10;
    parameter s3 = 13; 
    reg signed [31:0] data1, data2, data3, data4, data5, data6, data7, data8;
    wire signed [31:0] result1, result2, result3, result4, result5, result6, result7, result8;
    wire signed [31:0] result1_, result2_, result3_, result4_, result5_, result6_, result7_, result8_;
    wire signed [31:0] x0, x1, x2, x3, x4, x5, x6, x7, x8;
    wire signed [31:0] x5_out, x8_out, x7_out;
    DCT_Stage1 stage1(
        .data1(data1), .data2(data2), .data3(data3), .data4(data4),
        .data5(data5), .data6(data6), .data7(data7), .data8(data8),
        .x0(x0), .x1(x1), .x2(x2), .x3(x3), .x5(x5), .x6(x6), .x7(x7), .x8(x8)
    );
    DCT_Stage2 stage2(
        .x8(x8), .x5(x5), .x7(x7), .x6(x6),
        .x4(x4), .x5_out(x5_out), .x8_out(x8_out), .x7_out(x7_out)
    );
    DCT_Stage3 stage3(
        .x4(x4), .x5_out(x5_out),
        .result1(result1), .result5(result5)
    );
    DCT_Stage3Col stage3col(
        .x4(x4), .x5_out(x5_out),
        .result1_(result1_), .result5_(result5_)
    );
    DCT_Stage4 stage4(
        .x0(x0), .x1(x1), .x2(x2), .x3(x3), .x8_out(x8_out), .x7_out(x7_out),
        .result3(result3), .result7(result7), .result8(result8), .result6(result6), .result4(result4), .result2(result2)
    );
    DCT_Stage4Col stage4col(
        .x0(x0), .x1(x1), .x2(x2), .x3(x3), .x8_out(x8_out), .x7_out(x7_out),
        .result3_(result3_), .result7_(result7_), .result8_(result8_), .result6_(result6_), .result4_(result4_), .result2_(result2_)
    );
    always @(posedge clk or posedge reset) begin
        if (reset) begin
            data1 <= 0;
            data2 <= 0;
            data3 <= 0;
            data4 <= 0;
            data5 <= 0;
            data6 <= 0;
            data7 <= 0;
            data8 <= 0;
            readdata <= 0;
        end else begin
            if (write && chipselect) begin
                case (address)
                    4'b0000: data1 <= writedata;
                    4'b0001: data2 <= writedata;
                    4'b0010: data3 <= writedata;
                    4'b0011: data4 <= writedata;
                    4'b0100: data5 <= writedata;
                    4'b0101: data6 <= writedata;
                    4'b0110: data7 <= writedata;
                    4'b0111: data8 <= writedata;
                endcase
            end
            if (read && chipselect) begin
                case (address)
                    4'b0000: readdata <= result1;
                    4'b0001: readdata <= result2;
                    4'b0010: readdata <= result3;
                    4'b0011: readdata <= result4;
                    4'b0100: readdata <= result5;
                    4'b0101: readdata <= result6;
                    4'b0110: readdata <= result7;
                    4'b0111: readdata <= result8;
                    4'b1000: readdata <= result1_;
                    4'b1001: readdata <= result2_;
                    4'b1010: readdata <= result3_;
                    4'b1011: readdata <= result4_;
                    4'b1100: readdata <= result5_;
                    4'b1101: readdata <= result6_;
                    4'b1110: readdata <= result7_;
                    4'b1111: readdata <= result8_;
                endcase
            end
        end
    end
defparam stage4.c1 = c1;
defparam stage4.c2 = c2;
defparam stage4.c3 = c3;
defparam stage4.c5 = c5;
defparam stage4.c6 = c6;
defparam stage4.c7 = c7;
defparam stage4.s1 = s1;
defparam stage4.s2 = s2;
defparam stage4.s3 = s3;
defparam stage4col.c1 = c1;
defparam stage4col.c2 = c2;
defparam stage4col.c3 = c3;
defparam stage4col.c5 = c5;
defparam stage4col.c6 = c6;
defparam stage4col.c7 = c7;
defparam stage4col.s1 = s1;
defparam stage4col.s2 = s2;
defparam stage4col.s3 = s3;
defparam stage3col.s1 = s1;
defparam stage3col.s2 = s2;
defparam stage3col.s3 = s3;
endmodule
module DCT_Stage1(
    input signed [31:0] data1, data2, data3, data4, data5, data6, data7, data8,
    output reg signed [31:0] x0, x1, x2, x3, x5, x6, x7, x8
);
    always @(*) begin
        x8 = data1 + data8;
        x0 = data1 - data8;
        x7 = data2 + data7;
        x1 = data2 - data7;
        x6 = data3 + data6;
        x2 = data3 - data6;
        x5 = data4 + data5;
        x3 = data4 - data5;
    end
endmodule
module DCT_Stage2(
    input signed [31:0] x8, x5, x7, x6,
    output reg signed [31:0] x4, x5_out, x8_out, x7_out
);
    always @(*) begin
        x4 = x8 + x5;
        x8_out = x8 - x5;
        x5_out = x7 + x6;
        x7_out = x7 - x6;
    end
endmodule
module DCT_Stage3(
    input signed [31:0] x4, x5_out,
    output reg signed [31:0] result1, result5
);
    always @(*) begin
        result1 = x4 + x5_out;
        result5 = x4 - x5_out;
    end
endmodule
module DCT_Stage3Col(
    input signed [31:0] x4, x5_out,
    output reg signed [31:0] result1_, result5_
);
    parameter s1 = 3;
    parameter s2 = 10;
    parameter s3 = 13; 
    always @(*) begin
        result1_ = (x4 + x5_out) >>> s1;
        result5_ = (x4 - x5_out) >>> s1;
    end
endmodule
module DCT_Stage4(
    input signed [31:0] x0, x1, x2, x3, x8_out, x7_out,
    output reg signed [31:0] result3, result7, result8, result6, result4, result2
);
    parameter signed [31:0] c1 = 1420;
    parameter signed [31:0] c2 = 1338;
    parameter signed [31:0] c3 = 1204;
    parameter signed [31:0] c5 = 805;
    parameter signed [31:0] c6 = 554;
    parameter signed [31:0] c7 = 283;
    parameter s1 = 3;
    parameter s2 = 10;
    parameter s3 = 13; 
    always @(*) begin
        result3 = (x8_out * c2 + x7_out * c6) >>> s2;
        result7 = (x8_out * c6 - x7_out * c2) >>> s2;
        result8 = (x0 * c7 - x1 * c5 + x2 * c3 - x3 * c1) >>> s2;
        result6 = (x0 * c5 - x1 * c1 + x2 * c7 + x3 * c3) >>> s2;
        result4 = (x0 * c3 - x1 * c7 - x2 * c1 - x3 * c5) >>> s2;
        result2 = (x0 * c1 + x1 * c3 + x2 * c5 + x3 * c7) >>> s2;
    end
endmodule
module DCT_Stage4Col(
    input signed [31:0] x0, x1, x2, x3, x8_out, x7_out,
    output reg signed [31:0] result3_, result7_, result8_, result6_, result4_, result2_
);
    parameter signed [31:0] c1 = 1420;
    parameter signed [31:0] c2 = 1338;
    parameter signed [31:0] c3 = 1204;
    parameter signed [31:0] c5 = 805;
    parameter signed [31:0] c6 = 554;
    parameter signed [31:0] c7 = 283;
    parameter s1 = 3;
    parameter s2 = 10;
    parameter s3 = 13; 
    always @(*) begin
        result3_ = (x8_out * c2 + x7_out * c6) >>> s3;
        result7_ = (x8_out * c6 - x7_out * c2) >>> s3;
        result8_ = (x0 * c7 - x1 * c5 + x2 * c3 - x3 * c1) >>> s3;
        result6_ = (x0 * c5 - x1 * c1 + x2 * c7 + x3 * c3) >>> s3;
        result4_ = (x0 * c3 - x1 * c7 - x2 * c1 - x3 * c5) >>> s3;
        result2_ = (x0 * c1 + x1 * c3 + x2 * c5 + x3 * c7) >>> s3;
    end
endmodule
module DCT_Custom_Instruction(clk,
                              reset,
                              dataa,
                              n,
                              clk_en,
                              start,
							                done,
                              result);
parameter c1 = 1420;
parameter c2 = 1338;
parameter c3 = 1204;
parameter c5 = 805;
parameter c6 = 554;
parameter c7 = 283;
parameter s1 = 3;
parameter s2 = 10;
parameter s3 = 13;   
  input clk;
  input reset;
  input signed [31:0] dataa;  
  input [4:0] n;
  input clk_en;
  input start;
  output done;
  output signed [31:0] result;
  wire [3:0] address;
  wire write;
  wire read;
  reg done_delay;
  assign write = (n<8);
  assign read = (n>7);
 assign address = (n == 1) ? 4'b0001 :
                   (n == 2) ? 4'b0010 :
                   (n == 3) ? 4'b0011 :
                   (n == 4) ? 4'b0100 :
                   (n == 5) ? 4'b0101 :
                   (n == 6) ? 4'b0110 :
                   (n == 7) ? 4'b0111 :
                   (n == 8) ? 4'b0000 :
                   (n == 9) ? 4'b0001 :
                   (n == 10) ? 4'b0010 :
                   (n == 11) ? 4'b0011 :
                   (n == 12) ? 4'b0100 :
                   (n == 13) ? 4'b0101 :
                   (n == 14) ? 4'b0110 :
                   (n == 15) ? 4'b0111 :
                   (n == 16) ? 4'b1000 :
                   (n == 17) ? 4'b1001 :
                   (n == 18) ? 4'b1010 :
                   (n == 19) ? 4'b1011 :
                   (n == 20) ? 4'b1100 :
                   (n == 21) ? 4'b1101 :
                   (n == 22) ? 4'b1110 :
                   (n == 23) ? 4'b1111 : 4'b0000;
  assign done = (n>7)? done_delay : start;
  always @ (posedge clk or posedge reset)
  begin
  if (reset)
		done_delay <= 0;
  else
		done_delay <= start;
  end
  DCT_Component wrapper_wiring(.clk(clk),
                               .reset(reset),
                               .address(address),
                               .writedata(dataa),
                               .write(write & start),
                               .read(read),
                               .chipselect(clk_en),
                               .readdata(result));
defparam wrapper_wiring.c1 = c1;
defparam wrapper_wiring.c2 = c2;
defparam wrapper_wiring.c3 = c3;
defparam wrapper_wiring.c5 = c5;
defparam wrapper_wiring.c6 = c6;
defparam wrapper_wiring.c7 = c7;
defparam wrapper_wiring.s1 = s1;
defparam wrapper_wiring.s2 = s2;
defparam wrapper_wiring.s3 = s3;
endmodule
```
==> flow_summary.json <==
{
  "ys_seq_share": 0.0617,
  "io_pins": 74,
  "edf_count": 0,
  "routedWlPerCell_um": 23.0,
  "fp.dieW_um": 627,
  "yosys_warnings": 8,
  "setup_violations": 0,
  "drv_slew": 0,
  "area_growth_syn_to_layout_pct": 8.83,
  "crit_family": "adder cells",
  "openroad.warnings": 347,
  "vias": 85600,
  "hold_depth": 2,
  "relSlewSlack": 0.268,
  "aoi_share": 0.111,
  "row_count": 229,
  "cts_tree": "built",
  "grt_pass1_wl_mm": 606,
  "holdCritStartpoint": "wrapper_wiring.readdata[18]",
  "hold_violations": 0,
  "r2r_end": "wrapper_wiring.readdata[29]",
  "initCoreUtil": 0.301,
  "root_buffer": "clkbuf_16",
  "vias_per_cell": 4.76,
  "dp_hpwl_mm": 362,
  "crit_path_start_kind": "register",
  "hold_class": "register to register",
  "synthCells": 12500,
  "ys_sh_simple": 0.0665,
  "status": "finished, final reports clean",
  "hold-path-endpoint": "wrapper_wiring.readdata[18]",
  "yosys_area_mm2": 0.117,
  "topCellsByArea": "fa_1 32%, ha_1 24%, inv_1 9.8%",
  "reg2reg_slack_ns": 5.93,
  "cp_slowest_stage_delay_ns": 0.61,
  "cp-end-kind": "register",
  "ys_sh_adder": 0.554,
  "antenna_found_initial": 23,
  "post-place-ws_ns": 5.97,
  "ys.flop_type": "dfrtp_1",
  "cp_data_arrival_time_ns": 16.40,
  "regArea_mm2": 0.00723,
  "first_global_vias": 86700,
  "finalClockPeriodUsage": 0.728,
  "ys_cells": 12500,
  "synth_flop_count": 289,
  "port-buffer-count": 73,
  "synthTopLogicFamily": "adder cells",
  "critPathMaxFanout": 8,
  "rsz0062_at_grt": "false",
  "ys_top_cells_by_count": "3078 x inv_1, 2205 x ha_1, 1870 x fa_1",
  "worstPathRequired_ns": 22.33,
  "synthesis.area_mm2": 0.117,
  "cts_max_path_buffers": 3,
  "place.gp.congestion": 1.03,
  "skew_ns": 0.0235,
  "grt_max_degree": 83,
  "cts_resized": 0,
  "core_area_mm2": 0.389,
  "mux_share": 0.0255,
  "firstDrtPassIters": 21,
  "ys_sh_xor": 0.0760,
  "h-tree-depth": 1,
  "fin_ws_ns": 5.93,
  "max_slew.worst_pin.slew_ns": 1.09,
  "yosys.area.top_type_share": 0.319,
  "drt-total-wl_mm": 413,
  "hold_buffers": 0,
  "drtAntennaViolNets": 0,
  "path_class": "register to register",
  "comb_area_mm2": 0.0983,
  "crit_buf_inv": 8,
  "gr-total-overflow": 0,
  "synth_cell_types": 108,
  "avgSynthCellArea_um2": 9.38,
  "fmax_ghz": 0.0630,
  "worstRegToRegCells": 60,
  "n_fill_cell": 40200,
  "track_usage": 0.223,
  "fp.dieH_um": 627,
  "top_area_cell": "fa_1",
  "numCtsBuffers": 31,
  "maxCapViolCount": 0,
  "finalSetupTns_ns": 0,
  "yosysMostFrequentCell": "inv_1",
  "drive_gt1_frac": 0.0636,
  "chip_area_mm2": 0.393,
  "drcViolationCount": 0,
  "fin_crit_ns": 15.87,
  "drtIter0Drc": 5337,
  "clock-sinks": 289,
  "post-cts-setup-buffers": 0,
  "synthArstFlopShare": 1.00,
  "cpMaxStageDelayCell": "a2111o_1",
  "clkTransAtPathRegs_ns": 0.08,
  "r2r_start": "wrapper_wiring.data6[1]",
  "worstSkewPairLatency_ns": 0.66
}
[final cells by class]
| type | instances | share of cell area |
|---|---|---|
| inverters | 3080 | 0.0906 |
| diodes | 8 | 0.000157 |
| clock inverters | 16 | 0.00123 |
| clock buffers | 42 | 0.00695 |
| multi-input cells | 8957 | 0.770 |
| well taps | 5197 | 0.0509 |
| repair buffers | 377 | 0.0236 |
| flip-flops and latches | 289 | 0.0567 |
[placed cells by master (no fill, tap or decap), types with 125 or more instances in the layout]
cell type  netlist  routed
inv_1         3078    3077
ha_1          2205    2205
fa_1          1870    1870
xnor2_1        691     643
a21oi_1        640     639
nor2_1         610     608
nand2_1        332     325
o21ai_0        317     317
buf_4            3     304
dfrtp_1        289     289
xor2_1         270     262
mux2_2         258     258
a21o_1         190     190
o21bai_1       159     159
nor3_1         143     137
nand2b_1       125     125
[how the worst max path moves through the flow]
stage	endpoint	slack (ns)	cells after the start	startpoint
final	wrapper_wiring.readdata[29]	5.93	60	wrapper_wiring.data6[1]
after global routing	wrapper_wiring.readdata[29]	5.15	60	wrapper_wiring.data6[1]
after CTS	wrapper_wiring.readdata[29]	5.95	60	wrapper_wiring.data6[1]
[worst reg2reg max path: cells and delay by family (launching register included)]
kind	cells	cell delay, ns
fa+ha+maj	14	6.03
simple gates	7	0.76
buf+inv	8	0.59
flops	1	0.46
compound gates	18	4.77
xor+xnor	13	3.14
[per-stage QoR]
step,hold slack [ns],utilization,area (um2),cells
finish,0.493,0.328,128000,18000
global route,0.538,0.328,128000,18000
CTS,0.498,0.328,128000,18000
detailed placement,0.481,0.325,127000,17900
global placement,0.479,0.325,127000,17900
floorplan,0.414,-,117000,12500
[layer usage]
metal / wire [um] / vias to the layer above / GRT usage
met2: 181000 / 3030 / 0.332
met1: 174000 / 41500 / 0.309
met4: 22300 / 12 / 0.0886
met3: 35900 / 472 / 0.0693
met5: 79 / - / 0.00111
li1: - / 40500 / -
[flip-flops by register name (all words and copies together) (netlist names)]
register	flops
done_delay	1
wrapper_wiring.data2	32
wrapper_wiring.data1	32
wrapper_wiring.data6	32
wrapper_wiring.data5	32
wrapper_wiring.data4	32
wrapper_wiring.data8	32
wrapper_wiring.data3	32
wrapper_wiring.readdata	32
wrapper_wiring.data7	32
[cells by family after synthesis]
| logic type | count (synthesis) |
|---|---|
| compound gates | 1978 |
| xor+xnor | 985 |
| fa+ha+maj | 4075 |
| buf+inv | 3262 |
| flops | 289 |
| mux | 267 |
| simple gates | 1652 |
